## flow/design.v

```verilog
module status_bits_store #(
    parameter int SET_INDEX = 128,
    parameter int SET_WAY   = 4
)(
    input  logic clk,
    input  logic rst_n,
    input  logic [6:0]  rd_index,
    output logic [1:0]  way_0_status,
    output logic [1:0]  way_1_status,
    output logic [1:0]  way_2_status,
    output logic [1:0]  way_3_status,
    input  logic        wr_en,
    input  logic [6:0]  wr_index,
    input  logic [1:0]  wr_way,
    input  logic [1:0]  new_status
);
    localparam logic [1:0] INVALID = 2'b00;
    logic [1:0] status_array [SET_INDEX-1:0][SET_WAY-1:0];
    always_ff @(posedge clk or negedge rst_n) begin
        if (!rst_n) begin
            for (int i = 0; i < SET_INDEX; i++)
                for (int j = 0; j < SET_WAY; j++)
                    status_array[i][j] <= INVALID;
        end else if (wr_en) begin
            status_array[wr_index][wr_way] <= new_status;
        end
    end
    always_comb begin
        way_0_status = status_array[rd_index][0];
        way_1_status = status_array[rd_index][1];
        way_2_status = status_array[rd_index][2];
        way_3_status = status_array[rd_index][3];
    end
endmodule
```

## flow/run.sh

```bash
#!/bin/bash
# OpenROAD 26Q1-2900-gdf79404cd8, Yosys 0.63+post, stock flow scripts
make -C /OpenROAD-flow-scripts/flow DESIGN_CONFIG=/design/flow/config.mk WORK_HOME=/design/flow/orfs finish
```

## flow/config.mk

```make
export PLATFORM = sky130hd
export DESIGN_NAME = status_bits_store
export DESIGN_NICKNAME = status_bits_store
export VERILOG_FILES = /design/flow/design.v
export SDC_FILE = /design/flow/constraint.sdc
export NUM_CORES = 4
export LEC_CHECK = 1
export CORE_UTILIZATION = 50
```

## flow/constraint.sdc

```tcl
current_design status_bits_store

set clk_period 14.0
set clk_io_pct 0.2

create_clock -name clk0 -period $clk_period [get_ports {clk}]

set non_clock_inputs [all_inputs -no_clocks]
set_input_delay [expr $clk_period * $clk_io_pct] -clock clk0 $non_clock_inputs
set_output_delay [expr $clk_period * $clk_io_pct] -clock clk0 [all_outputs]
```

==> results.txt <==
flow finished, numbers: post-route cell area 53600 um2, crit path kind primary input to output port, Cell area leaders dfrtp_1 (53%), mux2_2 (24%), nand3_1 (3.4%), routability cong. 1.01, CTS H-tree depth 3, Logic family by area multiplexers, worst reg2reg path depth 1, Critical Path Max Stage Delay 580 ps, routed vias/inst 6.76, Port Buf Inserts 28, routed vias 36472, crit path max-delay cell type clkdlybuf4s50_1, Worst Hold Path Cells 1, R2R Path End status_array[151][0], synth warn 2, grt total ovfl 0, DRT antenna net count 0, clock tree buffer depth 3, FF-to-FF setup slack 13120 ps, Hold EP status_array[45][1], flops out of synthesis 1024, Post-synth EDFFs 0, number of hold buffers added after CTS 0, FP Core Util 50.6%, Area Growth Syn to Fin 11.4%, most used flip-flop cell dfrtp_1, worst-path fanout max 33, Largest Register status_array, DR WL/cell 34.1 um, Tightest Pin Transition 1020 ps, count leader, synth mux2_2, Power Density 120 nW/um2, min Tclk post-route 9720 ps, # resized after CTS 0, Synth top area share 53.3%, CTS tree done, Simple-Gate Area Share 11.7%, run status finished, final reports clean, core area 95200 um2, relative slew slack 32.1%, Fin Setup TNS 0 ps, post-synthesis cell area 48100 um2, die x size 312 um, Worst EP required 11200 ps, initial DRC count 4155, Cell Area, Placed 50000 um2, Critical Path AT 6920 ps, Post-synth ARST share 100%, Post-Route Utilization 56.3%, setup bufs post-CTS 0, max FFs per register 1024, commonest cells in the netlist mux2_2 (1041), dfrtp_1 (1024), nand2_1 (329), nand3_1 (324), nor2_1 (294), peak supply drop 0.0000997 V, worst hold slack 503 ps, # IOs 29, drt total wl 184 mm, final count of hold timing violations 0, Row Count 113, CTS Buf Count 109, Netlist cell types 59, initial antenna violation count 10, RSZ-0062 raised after global routing false, Worst-Skew Late Latency 690 ps, clock slew at reported path FFs 50 ps, pin count of the biggest net entering global routing 128, hpwl dp 117 mm, RR Startpoint status_array[151][0], area fraction in compound gates 7.31%, endpoints failing setup 0, CTS root buf clkbuf_16, post-synthesis sequential area ratio 53.3%, maxcap violations 0, biggest regs status_array (1024), leading area contributor after synthesis dfrtp_1, cell count after synthesis 4085, DRT Pass-1 Iters 10, fa+ha+maj area frac 0%, beginning of the worst hold path status_array[45][1], vias in the first global route 36647, Leakage 24.6 nW, first-pass GRT wire length 266 mm, yosys synthesis chip area 48100 um2, clock sink count 1024, die height 312 um, warning total across the stage logs 32, xor/xnor share 0%, global-route usage over all layers 40.1%, CP Launch Type primary input, cell count in the Yosys report 4085, class of the worst hold path flop to flop, drt drc 0, clk_skew 0 ps, Post-Syn Area per Cell 11.8 um2, chip area 97500 um2, crit path cell chain clkdlybuf4s50_1 -> buf_4 -> and4bb_4 -> buf_4 -> a222oi_1 -> a21oi_1 -> or3_1 -> nor4_1 -> nand4_1 -> clkdlybuf4s50_1, mux share 24.5%, share of layout cells above drive strength 1 35.1%, Final Max Tran Viols 0, CP Capture Type output port, maximum clock rate 103 MHz, Period Utilization, post-route 69.4%
cell usage in the layout, fill, tap and decap left out, drive strengths merged, types with 30 or more instances in the layout:
master | Yosys | routed
a21oi | 30 | 30
a222oi | 57 | 57
a22oi | 210 | 210
buf | 126 | 183
clkbuf | 241 | 161
dfrtp | 1024 | 1024
mux2 | 1042 | 1042
nand2 | 329 | 329
nand3 | 324 | 324
nand4 | 77 | 77
nor2 | 295 | 295
nor4 | 35 | 35
o22ai | 72 | 72
layout make-up:
type | instances | area, um2
repair buffers | 206 | 1650
clock inverters | 39 | 430
flip-flops and latches | 1024 | 25600
multi-input cells | 2693 | 21100
inverters | 1 | 3.75
diodes | 4 | 10.0
fillers | 7950 | 41500
well taps | 1265 | 1580
clock buffers | 161 | 3190
through the flow:
| step | worst slack (ps) | power [mW] | instances |
|---|---|---|---|
| 2_1_floorplan | 6820 | 3.31 | 4085 |
| 3_3_place_gp | 4520 | 3.53 | 5189 |
| 3_5_place_dp | 4510 | 3.53 | 5189 |
| 4_1_cts | 4480 | 6.46 | 5389 |
| 5_1_grt | 4220 | 6.60 | 5390 |
| 6_report | 4280 | 6.45 | 5393 |
critical path: cells and delay by family:
kind	cells	cell delay, ps
and+or+nand+nor	4	1790
AOI/OAI and AO/OA	2	510
buffers and inverters	4	1780
layer usage:
layer	routed length, um	share of wire (%)	global-route usage, %
met4	10100	5.5	16.9
met1	70500	38	57.3
met3	24400	13	18.9
met5	264	0.14	0.919
met2	78500	43	54.6
logic make-up (layout without fill, tap and decap cells):
| logic type | Yosys count | count (layout) |
|---|---|---|
| other cells | 0 | 4 |
| flops | 1024 | 1024 |
| mux | 1045 | 1045 |
| simple gates | 1182 | 1182 |
| buf+inv | 368 | 407 |
| compound gates | 466 | 466 |
how the worst max path moves through the flow:
stage	cells past startpoint	slack (ps)	end	start
after CTS	10	4480	way_0_status[1]	rd_index[3]
after global routing	10	4220	way_0_status[1]	rd_index[3]
final	10	4280	way_0_status[1]	rd_index[3]
power breakdown:
| group | internal [mW] | switching, mW |
|---|---|---|
| combinational | 0.105 | 0.295 |
| clock | 1.72 | 1.24 |
| sequential | 3.04 | 0.0533 |
No activity file was given, so power comes from the tool's default toggle rates.
