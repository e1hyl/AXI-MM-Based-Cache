### design/flow/config.mk
export PLATFORM = sky130hd
export DESIGN_NAME = tag_store
export DESIGN_NICKNAME = tag_store
export VERILOG_FILES = /design/flow/design.v
export SDC_FILE = /design/flow/constraint.sdc
export NUM_CORES = 4
export LEC_CHECK = 1
export CORE_UTILIZATION = 30
export SYNTH_MEMORY_MAX_BITS = 65536
### design/flow/constraint.sdc
current_design tag_store

set clk_period 77.7
set clk_io_pct 0.2

create_clock -name clk0 -period $clk_period [get_ports {clk}]

set non_clock_inputs [all_inputs -no_clocks]
set_input_delay [expr $clk_period * $clk_io_pct] -clock clk0 $non_clock_inputs
set_output_delay [expr $clk_period * $clk_io_pct] -clock clk0 [all_outputs]
### design/flow/design.v
module tag_store (
    input  logic        clk,
    input  logic [6:0]  index,
    input  logic        write_en,
    input  logic [6:0]  write_index,
    input  logic [1:0]  target_way,
    input  logic [21:0] new_tag,
    output logic [21:0] tags_out_0,
    output logic [21:0] tags_out_1,
    output logic [21:0] tags_out_2,
    output logic [21:0] tags_out_3
);
    logic [21:0] tag_array [128][4];
    always_ff @(posedge clk) begin
        if (write_en)
            tag_array[write_index][target_way] <= new_tag;
    end
    always_comb begin
        tags_out_0 = tag_array[index][0];
        tags_out_1 = tag_array[index][1];
        tags_out_2 = tag_array[index][2];
        tags_out_3 = tag_array[index][3];
    end
endmodule
### design/flow/run.sh
#!/bin/bash
# OpenROAD 26Q1-2900-gdf79404cd8, Yosys 0.63+post, stock flow scripts
make -C /OpenROAD-flow-scripts/flow DESIGN_CONFIG=/design/flow/config.mk WORK_HOME=/design/flow/orfs finish
==> Slide: Implementation Results <==
Synthesis and Place & Route Summary

Final timing
  – Rel. slew slack: 32.0%
  – RSZ-0062 raised after global routing: false
  – Setup WS post-layout: 37290 ps
  – Setup TNS: 0 ps
  – Max-slew violations: 0
  – F_max: 24.7 MHz
  – Slew @ Worst Pin: 1020 ps
  – Fin. Hold Viols: 0
  – Period utilisation layout: 52.0%
  – Period minus WS final: 40410 ps
  – Final setup violation count: 0

GRT
  – First-pass GRT wire length: 1580 mm
  – GRT Residual Overflow: 0
  – Pin count of the biggest net entering global routing: 120
  – Initial antenna violation count: 104
  – Vias in the first global route: 212000
  – GR Util All Layers: 16.9%

Flow run
  – OpenROAD warnings: 31
  – Max-cap violations: 0

Worst setup path
  – CP endpoint kind: output pin
  – Critical path origin: index[0]
  – Critical Path Source Type: input port
  – Worst Path Max Fanout: 69
  – Worst Path Required: 62160 ps
  – Arrival time worst endpoint: 24870 ps
  – Setup CP Type: input port to output pin

Route
  – DRT Pass-1 Iters: 28
  – Vias per cell: 4.97
  – Post-DRT Antenna Nets: 0
  – Routed WL: 1130 mm
  – DRC Markers: 0
  – Starting DRT DRC Count: 12900
  – DR WL/cell: 29.9 um
  – Routed vias: 187000

CTS
  – Hold_buf cts: 0
  – Postcts setup bufs: 0
  – Clock-pin slew on the worst setup and hold paths: 60 ps
  – PostCTS Resize Cnt: 0
  – Max Buffers Root-to-Sink: 5
  – TritonCTS buffer count: 1085
  – Clock Sinks: 11300
  – H-tree levels: 7
  – CTS root buffer: clkbuf_16
  – CTS tree: yes

Floorplan
  – Site row count: 438
  – CORE AREA: 1.42 mm2
  – Top-level port count: 128
  – Core Util at FP: 30.1%
  – Chip Area: 1.43 mm2
  – Die X: 1.20 mm
  – Die H: 1.20 mm

Finish
  – Syn-to-layout area delta: 15.1%
  – Share of layout cells above drive strength 1: 36.5%
  – Post-Layout Cell Count: 37700
  – Final core utilization: 34.6%
  – Top Layout Cells: edfxtp_1, mux4_2, clkbuf_16
  – Top reg by flops: tag_array
  – Number of flip-flops in the largest register: 11300
  – Largest regs: tag_array x11264
  – Commonest Layout Cell: edfxtp_1

Hold path
  – Hold Crit Class: input port to flop
  – Worst Min Path Start: new_tag[21]

Outcome
  – Status: finished clean

Power and ir drop
  – Pwr Density: 25.1 mW/mm2
  – Peak supply drop: 0.0199 mV
  – LEAKAGE: 148 nW

Placed design
  – PortBufs: 127
  – Number of cells after detailed placement: 35700
  – DP Worst Slack: 36790 ps
  – Final GP Congestion: 0.821
  – Dpl hpwl: 638 mm

Synth
  – Synthesis area per yosys: 0.428 mm2
  – Ys cells: 16500
  – #FFs+latches synth: 11300
  – Cell Type Count: 17
  – Yosys warning tally: 1
  – Synth Seq Share: 78.9%
  – Mapped cell area: 0.428 mm2
  – Average size of a mapped cell: 25.9 um2
  – Cell count after synthesis: 16500
[worst max-delay path, cell delays in order]
cell,delay (ps)
buf_16,290
buf_4,520
buf_4,570
buf_4,530
buf_4,580
buf_4,680
buf_12,510
buf_4,670
buf_4,650
buf_4,670
buf_4,710
mux4_2,610
mux4_2,510
mux4_2,590
mux2_2,430
clkdlybuf4s50_1,460
[through the flow]
step           total power, mW  area [um2]  hold WS, ps
6_report                  12.4      493000        14870
5_1_grt                   12.7      493000        14810
4_1_cts                   12.5      493000        14740
3_5_place_dp              7.47      459000        15970
3_3_place_gp              7.46      459000        15970
2_1_floorplan             7.13      428000        15640
[final cells by class]
class                           instances  area [um2]
Timing Repair Buffer                 1113        9060
Fill cell                          127000      930000
Clock buffer                         1334       28600
Clock inverter                        588        4900
Sequential cell                     11300      338000
Tap cell                            18900       23700
Antenna cell                           95         238
Multi-Input combinational cell       4365       88400
[power by group]
| group | leakage, nW | switching (mW) | internal [mW] |
|---|---|---|---|
| Clock | 16.4 | 2.23 | 2.83 |
| Combinational | 30.1 | 0.393 | 0.243 |
| Sequential | 101 | 0.00147 | 6.69 |
| Total | 148 | 2.62 | 9.77 |
[worst paths after layout]
kind	endpoint	slack, ps	cells past startpoint
worst min-delay path	tag_array[200][21]	14870	1
worst max-delay path	tags_out_3[4]	37290	16
[synth_stat cells]
master | number | area (um2)
nor3b_1 | 4 | 30.0
nor2_1 | 516 | 1940
buf_4 | 1 | 7.51
nor2b_1 | 4 | 25.0
mux2_2 | 88 | 991
nor3_1 | 1 | 5.00
buf_6 | 2 | 22.5
buf_1 | 75 | 282
and3_1 | 2 | 12.5
buf_2 | 243 | 1220
nand2_1 | 46 | 173
edfxtp_1 | 11300 | 338000
nand3_1 | 4 | 20.0
and3b_1 | 3 | 26.3
and2_1 | 1 | 6.26
clkbuf_1 | 594 | 2230
mux4_2 | 3696 | 83200
[cell families (layout without fill, tap and decap cells)]
logic type | after synthesis | in the layout | share of synthesized area, %
AND/OR/NAND/NOR | 581 | 581 | 0.522
flip-flops | 11300 | 11300 | 78.9
buffers and inverters | 915 | 3035 | 0.877
other | 0 | 95 | 0
multiplexers | 3784 | 3784 | 19.7
[routing by layer]
metal  routed length [um]  up-vias  track usage [%]  part of all wire (%)
met2               520000    14500             24.7                    46
li1                     -    75400                -                     -
met5                 1680        -             1.31                  0.15
met4                37800       92             4.50                   3.4
met1               308000    95400             15.6                    27
met3               258000     1812             17.8                    23
No activity file was given, so power comes from the tool's default toggle rates.
